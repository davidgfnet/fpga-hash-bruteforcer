`flow/run.sh`:
```
#!/bin/bash
# OpenROAD 26Q1-2900-gdf79404cd8, Yosys 0.63+post, stock flow scripts
make -C /OpenROAD-flow-scripts/flow DESIGN_CONFIG=/design/flow/config.mk WORK_HOME=/design/flow/orfs finish
```
`flow/config.mk`:
```
export PLATFORM = sky130hd
export DESIGN_NAME = char_map
export DESIGN_NICKNAME = char_map
export VERILOG_FILES = /design/flow/design.v
export SDC_FILE = /design/flow/constraint.sdc
export NUM_CORES = 4
export LEC_CHECK = 1
export CORE_UTILIZATION = 30
```
`flow/constraint.sdc`:
```
current_design char_map

set clk_period 7.7
set clk_io_pct 0.2

create_clock -name clk0 -period $clk_period [get_ports {clk}]

set non_clock_inputs [all_inputs -no_clocks]
set_input_delay [expr $clk_period * $clk_io_pct] -clock clk0 $non_clock_inputs
set_output_delay [expr $clk_period * $clk_io_pct] -clock clk0 [all_outputs]
```
`flow/design.v`:
```
`timescale 1ns / 1ps
module char_map(
	input         clk,
	input  [ 6:0] char_pos_rd,           
	input         wr_enable,
	input  [ 6:0] char_pos_wr,           
	input  [ 7:0] char_val_wr,           
	output [ 7:0] msbyte_out             
);
reg [7:0] regmap [0:127];
always @(posedge clk)
begin
	if (wr_enable) begin
		regmap[char_pos_wr] <= char_val_wr;
	end
end
assign msbyte_out = regmap[char_pos_rd];
endmodule
```
==> impl_metrics.toml <==
# synthesis and place-and-route metrics
[floorplan]
io_pins = 32
dieArea_um2 = 133100
core_um2 = 130100
die_w_um = 364.9
initial_core_util_pct = 30.35
rows = 132
dieHeight_um = 364.9

[detailed_routing]
drc = 0
antenna-diode-count = 0
num_vias = 17470
drt-total-wl_mm = 88.82
ant_nets = 0
wl_per_cell_um = 24.84
drt_pre_antenna_iters = 5
first_iter_violations = 1228
vias_per_cell = 4.885

[worst_setup_path]
worstPathArrival_ns = 5.03
crit_path_frequent_cell = "mux4_2"
startpoint = "char_pos_rd[0]"
worstSetupEndpoint = "msbyte_out[3]"
path_max_fanout = 52
start_kind = "input pin"
critPathBufInv = 3
cp_slowest_stage_delay_ns = 0.56
cp-end-kind = "output pin"
required_ns = 6.16
path_depth = 7
criticalPathCategory = "in2out"
critical_path.slowest_cell = "mux4_2"
worstPathCellList = "buf_8 > buf_4 > mux4_2 > mux4_2 > mux4_2 > mux2_2 > clkdlybuf4s50_1"
path_delay_family = "multiplexers"

[pwr]
p_sw_w = 0.002356
p_seq_share_pct = 53.1
switching_share_pct = 20.29
irDropWorstVdd_mv = 0.1959
combPwrFrac_pct = 5.0
powerDensity_nw_per_um2 = 254.5
p_leak_nw = 13.71
p_clk_share_pct = 41.9
intPower_w = 0.009252
power_w = 0.01161

[yosys]
synth-warning-count = 1
avgSynthCellArea_um2 = 24.28
ys_cells = 1627
ys_seq_share_pct = 77.84
syn_inst = 1627
ys_chip_area_um2 = 39510
synth_cell_types = 16
ys.flops = 1024
syn_area_um2 = 39510

[clock_network]
clock-sinks = 1024
clkTransAtPathRegs_ns = 0.05
postCtsSetupRepairBufs = 0
ctsLongestPathBuffers = 3
post_cts_resized = 0
cts.hold.buffers_added = 0
tritoncts = "done"
htree_levels = 3
root_buffer = "clkbuf_16"
cts_made_buffers = 100

[grt]
grt-ovfl-total = 0
antenna_found_initial = 2
grt_max_degree = 85
grt_pass1_vias = 19840
grt_pass1_wl_mm = 132.3
grt_usage_pct = 14.80

[layout]
nFillCells = 11800
area_growth_pct = 15.46
lay_top_count = "edfxtp_1"
reg_top3 = "regmap (1024)"
regMostFlops = "regmap"
largest_reg_flops = 1024
drive_gt1_share_pct = 31.68
lay_top_cells = "1024 x edfxtp_1, 336 x mux4_2, 122 x nor2_1"

[timing]
tns_ns = 0
setup_violations = 0
timing.fmax_mhz = 152.3
relSlewSlack_pct = 31.34
period_minus_slack_ns = 6.567
fin_crit_sh_pct = 85.29
worst_pin_slew_ns = 1.026
final_max_slew_viol_count = 0
hold_violations = 0
rsz0062_at_grt = "false"

[min_path]
hold_class = "in2reg"
hold_depth = 1

[placed_design]
hpwlAfterDp_mm = 54.57
place_congestion = 0.8369
io_buffers = 31

[flow_run]
warning_count = 26
drv_cap = 0

[status]
outcome = "finished, final reports clean"
[cells in the mapped netlist (all sizes together)]
master / n / area [um2]
edfxtp: 1024 / 30750
mux4: 336 / 7567
nor2: 122 / 457.9
buf: 45 / 236.5
clkbuf: 44 / 165.2
nand2: 14 / 52.55
nand3: 12 / 60.06
nor3: 9 / 45.04
mux2: 8 / 90.09
nor2b: 7 / 43.79
nand4: 3 / 18.77
nand2b: 2 / 12.51
or3: 1 / 6.260
[stage by stage]
step	cell area, um2	utilization, %	hold slack [ns]	cells	worst slack, ns
global route	45610	35.05	1.355	3576	0.9578
finish	45610	35.05	1.352	3576	1.133
global placement	42310	32.51	2.036	3393	1.050
CTS	45610	35.05	1.324	3576	1.054
floorplan	39510	-	1.639	1627	2.250
detailed placement	42310	32.51	2.055	3393	1.069
[power groups by stage]
stage / Combinational [W] / Sequential, W / Clock [W]
final: 0.000582 / 0.00616 / 0.00487
after CTS: 0.000595 / 0.00616 / 0.00498
after global routing: 0.000631 / 0.00616 / 0.00519
[layout make-up]
class	count	area, um2	area share, %
flip-flops and latches	1024	30750	67.41
multi-input cells	514	8354	18.32
clock buffers	123	2610	5.722
well taps	1742	2180	4.778
repair buffers	113	1023	2.244
clock inverters	60	696.9	1.528
[routing by layer]
metal,track usage (%),routed length [um]
met1,16.66,29240
met2,21.71,41560
met3,13.09,16510
met4,2.134,1444
met5,0.2542,61
[worst min-delay path by stage]
stage	slack [ns]	start	to
4_1_cts	1.32	char_val_wr[3]	regmap[85][3]
5_1_grt	1.35	char_val_wr[0]	regmap[42][0]
6_report	1.35	char_val_wr[3]	regmap[83][3]
[logic make-up (layout without fill, tap and decap cells)]
group / count (synthesis) / after routing / share of synthesized area (%)
mux: 344 / 344 / 19.38
buf+inv: 89 / 296 / 1.017
flops: 1024 / 1024 / 77.84
simple gates: 170 / 170 / 1.764

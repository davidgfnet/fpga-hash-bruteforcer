## design/flow/design.v

```verilog
`timescale 1ns / 1ps
module queue #(parameter width = 16)
(
	input         wr_clk,
	input         rd_clk,
	input         reset,
	input  [(width-1):0] wr_port,   
	input                wr_req,    
	output               q_full,    
	output [(width-1):0] rd_port,   
	output               q_empty,   
	input                rd_done    
);
parameter nentries = 4;
parameter entrysz = 2;   
initial $dumpvars(0, write_ptr);
initial $dumpvars(0, read_ptr);
function [entrysz:0] binary2gray;
	input [entrysz:0] value;
	integer i;
	begin
		binary2gray[entrysz] = value[entrysz];
		for (i = entrysz; i > 0; i = i - 1)
			binary2gray[i-1] = value[i] ^ value[i-1];
	end
endfunction
function [entrysz:0] gray2binary;
	input [entrysz:0] value;
	integer i,j;
	begin
		gray2binary[entrysz] = value[entrysz];
		for (i = entrysz-1; i >= 0; i = i - 1)
			gray2binary[i] = value[i] ^ gray2binary[i+1];
	end
endfunction
wire [entrysz:0]    nentries_bus;
reg [entrysz:0]     write_ptr;
reg [(width-1):0]   entries [0:(nentries-1)];
wire [entrysz:0] next_write_ptr;
reg  [entrysz:0] gray_write_ptr;
reg  [entrysz:0] received_read_ptr;
assign nentries_bus = nentries;
assign next_write_ptr = write_ptr + 1;   
assign q_full = (received_read_ptr - write_ptr) == nentries_bus;
always @(posedge wr_clk)
begin
	if (reset) begin
		write_ptr <= 0;
	end else begin
		if (wr_req) begin
			write_ptr <= next_write_ptr;
			entries[write_ptr[(entrysz-1):0]] <= wr_port;
		end
		gray_write_ptr <= binary2gray(write_ptr);
		received_read_ptr <= gray2binary(read_ptr_2);
	end
end
reg [entrysz:0]     read_ptr;
assign rd_port = entries[read_ptr[(entrysz-1):0]];
wire [entrysz:0] next_read_ptr;
reg  [entrysz:0] gray_read_ptr;
reg  [entrysz:0] received_write_ptr;
assign next_read_ptr = read_ptr + 1;   
always @(posedge rd_clk)
begin
	if (reset) begin
		read_ptr <= 0;
	end else begin
		if (rd_done) begin
			read_ptr <= next_read_ptr;
		end
		gray_read_ptr <= binary2gray(read_ptr);
		received_write_ptr <= gray2binary(write_ptr_2);
	end
end
assign q_empty = (read_ptr == received_write_ptr);
reg [entrysz:0] read_ptr_1;
reg [entrysz:0] read_ptr_2;
reg [entrysz:0] write_ptr_1;
reg [entrysz:0] write_ptr_2;
always @(posedge rd_clk) begin
	write_ptr_1 <= gray_write_ptr;
	write_ptr_2 <= write_ptr_1;
end
always @(posedge wr_clk) begin
	read_ptr_1 <= gray_read_ptr;
	read_ptr_2 <= read_ptr_1;
end
endmodule
```

## design/flow/run.sh

```bash
#!/bin/bash
# OpenROAD 26Q1-2900-gdf79404cd8, Yosys 0.63+post, stock flow scripts
make -C /OpenROAD-flow-scripts/flow DESIGN_CONFIG=/design/flow/config.mk WORK_HOME=/design/flow/orfs finish
```

## design/flow/constraint.sdc

```tcl
current_design queue

set clk_period 3.0
set clk_io_pct 0.2

create_clock -name clk0 -period $clk_period [get_ports {rd_clk}]
create_clock -name clk1 -period $clk_period [get_ports {wr_clk}]

set non_clock_inputs [all_inputs -no_clocks]
set_input_delay [expr $clk_period * $clk_io_pct] -clock clk0 $non_clock_inputs
set_output_delay [expr $clk_period * $clk_io_pct] -clock clk0 [all_outputs]
```

## design/flow/config.mk

```make
export PLATFORM = sky130hd
export DESIGN_NAME = queue
export DESIGN_NICKNAME = queue
export VERILOG_FILES = /design/flow/design.v
export SDC_FILE = /design/flow/constraint.sdc
export NUM_CORES = 4
export LEC_CHECK = 1
export CORE_UTILIZATION = 50
```

==> reports/metrics.yaml <==
via_per_inst: 5.31
grt_overflow_total: 0
cts_resized: 0
drtAntennaViolNets: 0
hold_viol_final: 0
leakage_nw: 1.43
synth_flop_count: 94
pre_cts_ws_ps: 541
totalWireLength_um: 5000
area_leaders: "edfxtp_1 (67%), dfxtp_1 (11%), mux4_1 (6.2%)"
yosysWarningCount: 3
n_antenna_cell: 0
grt_pass1_vias: 1719
reg2reg_from: "read_ptr[1]"
cp_max_fo: 8
hold_path_class: "reg2reg"
cts.reportedPaths.clkPinSlew_ps: 70
layout_top_cells: "edfxtp_1 (76), clkdlybuf4s50_1 (37), dfxtp_1 (18), clkbuf_8 (12), xor2_1 (11)"
ff2ff_path_depth: 4
ys_types: 19
whs_path_depth: 0
chip_area_mm2: 0.00715
cts.sinks: 94
gp_congestion: 0.775
yosys_area_mm2: 0.00341
r2r_slack_ps: 1540
netlist_area_mm2: 0.00341
finish.instance_area_mm2: 0.00409
setup_tns_ps: 0
utilization: 0.634
core-area_mm2: 0.00646
end_kind: "output port"
dp_cells: 275
die_w_um: 84.6
cts.hold.buffers_added: 0
yosysTopAreaCell: "edfxtp_1"
ys_cells: 159
outcome: "finished clean"
place_area_mm2: 0.00388
cap_violations: 0
hold_end: "read_ptr_1[1]"
finalWorstSetupSlack_ps: 325
num_io_pins: 39
initCoreUtil: 0.528
drt_pass1_iterations: 20
routed-via-count: 1562
post_cts_buffers: 0
stdcell_count: 294
crit_arrival_ps: 2070
cts_tree: "yes"
drc_errors: 0
grt_pass1_wl_um: 8180
tightest_slew_ps: 455
fp.dieH_um: 84.6
portBuffers: 37
rows: 29
hpwl_um: 3230
nFillCells: 456
yosysSeqAreaShare: 0.775
finalSetupViolations: 0
cp-start-kind: "register"
tool_warnings: 29
grt_antenna_before_repair: 0
area_growth_pct: 20.1
mostFrequentLayoutCell: "edfxtp_1"
grt_max_degree: 17
slew_headroom: 0.696
drt_iter0_drc: 77
hold_ws_ps: 231
drv_slew: 0
top_cell_area_share: 0.670
wl_per_cell_um: 17.0
grt_usage: 0.168
rsz0062_at_grt: "false"
r2r_end: "read_ptr[1]"
criticalPathCategory: "reg2out"
drive_gt1_frac: 0.152
syn_avg_cell_area_um2: 21.4
skew_ps: 5.11
total_power_mw: 2.53
synthCells: 159
worstHoldStart: "gray_read_ptr[1]"
power.density_mw_per_mm2: 619
ir_worst_vdd_mv: 0.269
cp_data_required_time_ps: 2400
## state kept, by name, indices dropped and copies added, names as in the netlist
register	count
read_ptr	3
received_write_ptr	3
read_ptr_2	3
write_ptr	3
gray_write_ptr	3
write_ptr_1	3
gray_read_ptr	3
write_ptr_2	3
read_ptr_1	3
entries	64
received_read_ptr	3
## area by class of cell
class / count / area (um^2) / share of cell area
sequential: 94 / 2640 / 0.645
timing repair buffer: 44 / 423 / 0.103
inverter: 4 / 15.0 / 0.00367
clock buffer: 13 / 169 / 0.0413
multi-input combinational: 56 / 708 / 0.173
clock inverter: 6 / 40.0 / 0.00978
tap: 77 / 96.3 / 0.0235
## layer usage
layer	share of wire	vias up	track usage
li1	-	723	-
met1	0.42	745	0.280
met2	0.46	77	0.225
met3	0.10	17	0.0936
met4	0.024	0	0.0354
met5	0	-	0
## kinds of logic (layout without fill, tap and decap cells)
logic type | count (synthesis) | count (layout) | share of synthesized area
XOR/XNOR | 15 | 15 | 0.0385
adder cells (fa/ha/maj) | 7 | 7 | 0.0257
multiplexers | 18 | 18 | 0.120
buffers and inverters | 9 | 67 | 0.0176
AND/OR/NAND/NOR | 16 | 16 | 0.0224
flip-flops | 94 | 94 | 0.775
## synth_stat cells
cell type,instances
and2_1,3
and3_1,1
buf_12,1
buf_2,2
buf_6,1
clkbuf_1,1
dfxtp_1,18
edfxtp_1,76
ha_1,7
inv_1,4
mux2i_1,2
mux4_1,8
mux4_2,8
nand2_1,2
nor2_1,7
nor2b_1,2
nor3_1,1
xnor2_1,4
xor2_1,11
## worst max path at each step
stage | start | end | slack, ps | cells past startpoint
5_1_grt | read_ptr[0] | rd_port[0] | 170 | 3
4_1_cts | read_ptr[0] | rd_port[0] | 280 | 3
6_report | read_ptr[0] | rd_port[0] | 330 | 3
## critical path, stage by stage, from the launching register on
cell and delay [ps]:
dfxtp_1 570, buf_4 270, mux4_1 570, clkdlybuf4s50_1 410
## where the power goes
part           total [mW]  internal [mW]  leakage, nW  switching (mW)
logic               0.223          0.143        0.483          0.0798
registers            1.50           1.47        0.852          0.0282
clock network       0.810          0.387       0.0979           0.423
total                2.53           2.00         1.43           0.531
No activity file was given, so power comes from the tool's default toggle rates.

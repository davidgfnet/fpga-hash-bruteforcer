==> ./design.v <==
`timescale 1ns / 1ps
module char_gen(
	input         clk,
	input         reset,
	input  [ 5:0] start_offset,          
	input  [ 3:0] max_characters,        
	input  [ 6:0] charset_size,          
	output reg [ 48:0] word_counter,   
	output reg [  5:0] offset_out,     
	output reg [  6:0] msbyte_out,     
	output reg [  1:0] ooverride,
	output reg         finished
);
initial $dumpvars(0, fsm_status);
initial $dumpvars(0, current_ptr);
initial $dumpvars(0, updw_counters);
initial $dumpvars(0, ovfw_mask);
initial $dumpvars(0, offset_out);
initial $dumpvars(0, msbyte_out);
initial $dumpvars(0, ooverride);
reg [5:0] start_offset_reg;
reg [6:0] word_status [0:15];
reg [1:0] fsm_status;
reg [3:0] current_ptr;
reg [3:0] current_ptr_d;
reg       ptr_ovfw;
reg [15:0] updw_counters;
reg [15:0] ovfw_mask;
integer g;
wire [6:0] updated_value = word_status[current_ptr] + (updw_counters[current_ptr] ? 7'h7F : 7'h01);
wire [3:0] next_ptr = (ovfw_mask[15:0] == ~16'b0) ? 4'hF :
                      (ovfw_mask[14:0] == ~15'b0) ? 4'hF :
                      (ovfw_mask[13:0] == ~14'b0) ? 4'hE :
                      (ovfw_mask[12:0] == ~13'b0) ? 4'hD :
                      (ovfw_mask[11:0] == ~12'b0) ? 4'hC :
                      (ovfw_mask[10:0] == ~11'b0) ? 4'hB :
                      (ovfw_mask[ 9:0] == ~10'b0) ? 4'hA :
                      (ovfw_mask[ 8:0] == ~ 9'b0) ? 4'h9 :
                      (ovfw_mask[ 7:0] == ~ 8'b0) ? 4'h8 :
                      (ovfw_mask[ 6:0] == ~ 7'b0) ? 4'h7 :
                      (ovfw_mask[ 5:0] == ~ 6'b0) ? 4'h6 :
                      (ovfw_mask[ 4:0] == ~ 5'b0) ? 4'h5 :
                      (ovfw_mask[ 3:0] == ~ 4'b0) ? 4'h4 :
                      (ovfw_mask[ 2:0] == ~ 3'b0) ? 4'h3 :
                      (ovfw_mask[ 1:0] == ~ 2'b0) ? 4'h2 :
                      (ovfw_mask[   0] == ~ 1'b0) ? 4'h1 : 4'h0;
always @(posedge clk) begin
	start_offset_reg <= start_offset;
	if (reset | finished) begin
		fsm_status <= 0;
		current_ptr <= 0;
		word_counter <= -72;
		offset_out <= 0;
		msbyte_out <= 0;
		updw_counters <= 0;
		ovfw_mask <= 0;
		for (g = 0; g < 16; g = g + 1) begin
			word_status[g] <= 0;
		end
		if (reset)
			finished <= 0;
		ooverride <= 2'b0x;
	end else begin
		word_counter <= word_counter + 1'b1;
		case (fsm_status[0])
		0: begin
			word_status[current_ptr] <= updated_value;
			current_ptr_d <= current_ptr;
			if ( (word_status[current_ptr] == 1              &&  updw_counters[current_ptr]) ||
			     (word_status[current_ptr] == charset_size-2 && !updw_counters[current_ptr]) ) begin
				updw_counters <= updw_counters ^ (16'h1 << current_ptr);
				ovfw_mask     <= ovfw_mask     | (16'h1 << current_ptr);
			end
		end
		1: begin
			finished <= (ovfw_mask == 16'hFFFF) | (current_ptr == max_characters);
			ovfw_mask <= ovfw_mask & ( (next_ptr == 4'hF) ? 16'h8000 :
			                           (next_ptr == 4'hE) ? 16'hC000 :
			                           (next_ptr == 4'hD) ? 16'hE000 :
			                           (next_ptr == 4'hC) ? 16'hF000 :
			                           (next_ptr == 4'hB) ? 16'hF800 :
			                           (next_ptr == 4'hA) ? 16'hFC00 :
			                           (next_ptr == 4'h9) ? 16'hFE00 :
			                           (next_ptr == 4'h8) ? 16'hFF00 :
			                           (next_ptr == 4'h7) ? 16'hFF80 :
			                           (next_ptr == 4'h6) ? 16'hFFC0 :
			                           (next_ptr == 4'h5) ? 16'hFFE0 :
			                           (next_ptr == 4'h4) ? 16'hFFF0 :
			                           (next_ptr == 4'h3) ? 16'hFFF8 :
			                           (next_ptr == 4'h2) ? 16'hFFFC :
			                           (next_ptr == 4'h1) ? 16'hFFFE : 16'hFFFF );
			current_ptr <= next_ptr;
			offset_out <= current_ptr + start_offset_reg;
			msbyte_out <= word_status[current_ptr];
		end
		endcase
		ooverride <= {
			~(fsm_status[0]),    
			fsm_status == 2'h0 ? 1'h0 :
			fsm_status == 2'h2 ? 1'h1 : 1'hX
		};
		fsm_status <= fsm_status + 1;
	end
end
endmodule
==> ./run.sh <==
#!/bin/bash
# OpenROAD 26Q1-2900-gdf79404cd8, Yosys 0.63+post, stock flow scripts
make -C /OpenROAD-flow-scripts/flow DESIGN_CONFIG=/design/flow/config.mk WORK_HOME=/design/flow/orfs finish
==> ./config.mk <==
export PLATFORM = sky130hd
export DESIGN_NAME = char_gen
export DESIGN_NICKNAME = char_gen
export VERILOG_FILES = /design/flow/design.v
export SDC_FILE = /design/flow/constraint.sdc
export NUM_CORES = 4
export LEC_CHECK = 1
export CORE_UTILIZATION = 40
==> ./constraint.sdc <==
current_design char_gen

set clk_period 6.7
set clk_io_pct 0.2

create_clock -name clk0 -period $clk_period [get_ports {clk}]

set non_clock_inputs [all_inputs -no_clocks]
set_input_delay [expr $clk_period * $clk_io_pct] -clock clk0 $non_clock_inputs
set_output_delay [expr $clk_period * $clk_io_pct] -clock clk0 [all_outputs]
==> flow_summary_export.csv <==
group,metric,value,unit
run_status,run_status,"finished, final reports clean",
final_timing,rsz0062_at_grt,"false",
routing,routed_wl,25.0,mm
final_timing,maxSlewHeadroom,49.2,%
flow_run,maxCapViolations,0,
final_timing,setup_viol,0,
power,switching_power,0.720,mW
routing,avgRoutedWirePerCell,18.3,um
final_timing,worst_pin_slew,0.762,ns
floorplanning,die-width,163,um
synthesis,most_common_cell,"nor2_1",
placement,placed_cell_area,11500,um2
clocking,clockBufferDepth,3,
placement,place_congestion,0.870,
synthesis,largest_area_cell,"edfxtp_1",
routing,wl_met2,10.9,mm
routing,drtAntennaViolNets,0,
floorplanning,dieArea,26400,um2
global_route,grt_max_degree,70,
critical_path,path_delay_family,"AND-OR/OR-AND gates",
synthesis,ys_chip_area,10300,um2
cells_and_area,reg.largest.list,"word_status: 112 flops, word_counter: 49 flops",
placement,io_buffers,83,
floorplanning,core,25300,um2
power,peakVddDrop,0.154,mV
clocking,clock-sinks,224,
global_route,grt_pass1_wl,39.6,mm
cells_and_area,regMostFlops,"word_status",
critical_path,path_buffers,3,
clocking,cts_resized,0,
synthesis,synthCells,930,
clocking,cts_buffers,25,
cells_and_area,final_area,12200,um2
final_timing,fin_hold_ws,0.480,ns
global_route,antenna_found_initial,0,
power,power_leakage,4.36,nW
routing,drc,0,
hold_path,hold_path_class,"register to register",
synthesis,syn_area_per_cell,11.1,um2
routing,viasPerCell,5.27,
routing,drt_iter0_markers,458,
critical_path,critPathCaptureType,"register",
global_route,grt_pass1_vias,7132,
final_timing,fmax,244,MHz
cells_and_area,largest_reg_flops,112,
synthesis,yosys_warnings,8,
synthesis,synth_stat.cells,930,
final_timing,min_period_over_period,61.1,%
global_route,grt_overflow,0,
routing,diodes,0,
critical_path,path_class,"register to register",
floorplanning,placement_rows,58,
final_timing,finalClockSkew,0.0133,ns
final_timing,final_max_slew_viol_count,0,
synthesis,synth_cell_types,66,
clocking,post-cts-setup-buffer-count,0,
synthesis,syn_area,10300,um2
critical_path,cp_max_fo,26,
synthesis,ys_seq_elements,224,
power,power.internal,2.33,mW
routing,firstDrtPassIters,4,
critical_path,cpPeakStageDelay,0.54,ns
floorplanning,die_h,163,um
floorplanning,fp_util,40.8,%
synthesis,area_leaders,"edfxtp_1 (33%), dfxtp_1 (22%), mux4_2 (6.3%), nor2_1 (6.0%), nand2_1 (3.5%)",
floorplanning,io_pins,84,
routing,vias,7187,
synthesis,top_cell_area_share,32.9,%
power,combPwrFrac,9.5,%
clocking,tritoncts,"done",
critical_path,startpoint_type,"register",
routing,wl_met3,2.62,mm
clocking,clockRootBuffer,"clkbuf_16",
global_route,grt_usage,20.7,%
clocking,hold_buffers,0,
final_timing,hold_viol,0,
synthesis,edf_count,113,
power,power_density,250,nW/um2
synthesis,synthTopCellsByCount,"nor2_1 (166), edfxtp_1 (113), dfxtp_1 (111), nand2_1 (95), xnor2_1 (39)",
critical_path,critPathSlowestCell,"nand2_1",
cells_and_area,drive_above_1_share,11.0,%
cells_and_area,nFillCells,2239,
synthesis,synthFlopType,"edfxtp_1",
power,seq_power_share,49.6,%
placement,hpwl,16.6,mm
clocking,htreeDepth,1,
critical_path,cp.arrival,4.34,ns
power,pwr-share-clk,40.8,%
clocking,clk-insertion-delay-late,0.51,ns
critical_path,cp_cell_sequence,"buf_4, mux2i_1, a221oi_1, o21ai_0, nand2_1, inv_1, fa_1, nor2b_1, o21ai_0, nand2b_1, a21o_1, a21oi_1, xnor2_1, buf_4, nor2_1",
synthesis,ys_seq_share,54.5,%
synthesis,synthArstFlopShare,0,%
final_timing,tns,0,ns
cells_and_area,area_growth,18.4,%
power,swShare,23.6,%
clocking,clk_pin_slew_worst_paths,0.06,ns
final_timing,fin_crit,4.10,ns
routing,top_layer,"met5",
critical_path,worst_ep_required_time,6.95,ns
routing,met1_length,10.9,mm
flow_run,warning_count,25,
logic make-up (layout without fill, tap and decap cells):
group	Yosys count	in the layout	share of synthesized area [%]
multiplexers	62	62	9.78
AND-OR/OR-AND	91	91	6.37
AND/OR/NAND/NOR	394	394	17.6
buffers and inverters	68	171	3.31
adder cells (fa/ha/maj)	14	14	1.84
flip-flops	224	224	54.5
XOR/XNOR	77	77	6.69
layout by cell type, fill, tap and decap left out, drive strengths merged, types with 12 or more instances in the layout:
| master | instances |
|---|---|
| nor2 | 166 |
| nand2 | 95 |
| clkbuf | 32 |
| nand3 | 29 |
| nand4 | 16 |
| inv | 22 |
| xnor2 | 39 |
| edfxtp | 113 |
| dfxtp | 111 |
| nor3 | 36 |
| ha | 12 |
| mux2i | 28 |
| xor2 | 37 |
| o21ai | 29 |
| clkdlybuf4s50 | 83 |
| a21oi | 13 |
| mux4 | 30 |
| buf | 21 |
| clkinv | 12 |
layout make-up:
| type | instances | area [um2] | share of cell area [%] |
|---|---|---|---|
| Sequential cell | 224 | 5620 | 46.0 |
| Multi-Input combinational cell | 638 | 4360 | 35.7 |
| Timing Repair Buffer | 104 | 988 | 8.10 |
| Clock buffer | 32 | 662 | 5.42 |
| Tap cell | 330 | 413 | 3.38 |
| Inverter | 23 | 86.3 | 0.707 |
| Clock inverter | 12 | 78.8 | 0.646 |
power groups by stage:
stage     logic, mW  clock network [mW]  registers [mW]
4_1_cts       0.296                1.28            1.51
5_1_grt       0.317                1.33            1.52
6_report      0.291                1.24            1.51
tightest hold or removal path: stages, from the launching register on:
cell     delay, ns
dfxtp_1       0.33
nor2_1        0.05
nor2_1        0.07
routing by layer:
layer	GRT usage (%)	vias up
met5	1.70	-
met4	3.48	2
met3	9.14	40
met2	30.3	291
met1	30.1	3374
li1	-	3480
stage by stage:
step / cells / setup WS, ns / power (mW) / utilization [%]
after CTS: 1363 / 2.58 / 3.08 / 48.3
after global routing: 1363 / 2.24 / 3.17 / 48.3
after floorplan: 930 / 3.16 / 1.72 / -
after detailed placement: 1319 / 2.31 / 1.83 / 45.4
final: 1363 / 2.60 / 3.05 / 48.3
after global placement: 1319 / 2.34 / 1.83 / 45.4
worst paths after layout:
kind                 start                end  slack (ns)  depth (start not counted)
max               register  word_status[3][6]        2.60                         15
min reg2reg  ovfw_mask[15]      ovfw_mask[15]        0.48                          2
max reg2reg       register  word_status[3][6]        2.60                         15
min          ovfw_mask[15]      ovfw_mask[15]        0.48                          2
Power figures rest on the tool's default switching activity, not on a simulated workload.
